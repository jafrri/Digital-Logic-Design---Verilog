==> ./design.v <==
`timescale 1ns / 1ps
module v_counter(clk,enable_v,v_count);
    input clk,enable_v;
    output [9:0] v_count;
    reg [9:0] v_count;
    initial v_count = 10'h0;
always @(posedge clk)
    begin
        if (enable_v & (v_count < 524))
            v_count <= v_count + 1;    
        else if (enable_v)
            v_count <= 0;        
    end
endmodule
==> ./run.sh <==
#!/bin/bash
# OpenROAD 26Q1-2900-gdf79404cd8, Yosys 0.63+post, stock flow scripts
make -C /OpenROAD-flow-scripts/flow DESIGN_CONFIG=/design/flow/config.mk WORK_HOME=/design/flow/orfs finish
==> ./config.mk <==
export PLATFORM = sky130hd
export DESIGN_NAME = v_counter
export DESIGN_NICKNAME = v_counter
export VERILOG_FILES = /design/flow/design.v
export SDC_FILE = /design/flow/constraint.sdc
export NUM_CORES = 4
export LEC_CHECK = 1
export CORE_AREA = 10 10 78 78
export DIE_AREA = 0 0 88 88
==> ./constraint.sdc <==
current_design v_counter

set clk_period 2.4
set clk_io_pct 0.2

create_clock -name clk0 -period $clk_period [get_ports {clk}]

set non_clock_inputs [all_inputs -no_clocks]
set_input_delay [expr $clk_period * $clk_io_pct] -clock clk0 $non_clock_inputs
set_output_delay [expr $clk_period * $clk_io_pct] -clock clk0 [all_outputs]
==> impl_metrics.py <==
# Metrics from the implementation run
metrics = {
    "clocking": {
        "cts_tree": "built",
        "insertion_delay_ns": 0.23,
        "cts_buffers": 3,
        "hold_buffers": 0,
        "post_cts_resized": 0,
        "cts_htree_levels": 1,
        "clk_path_buf_depth": 2,
        "cts_num_sinks": 10,
        "post_cts_buffers": 0,
        "path_clk_slew_ns": 0.05,
        "clockRootBuffer": "clkbuf_8",
    },
    "logic_synthesis": {
        "synth_cell_types": 20,
        "synth_seq_share": 0.565,
        "yosys_area_um2": 532,
        "synth.avg_cell_area_um2": 11.3,
        "yosys-stat-cells": 47,
        "synthesis.area_um2": 532,
        "yosys_warnings": 1,
        "synthesis.instances": 47,
        "ys_ff": 10,
    },
    "pwr": {
        "p_per_area_mw_per_mm2": 578,
        "finalPower_mw": 0.435,
        "ir_drop_mv": 0.314,
        "p_leak_nw": 0.225,
    },
    "final_layout": {
        "regArea_um2": 300,
        "drive_above_1_share": 0.0984,
        "final_cell_area_um2": 752,
        "reg_top3": "v_count (10)",
        "post-route-util": 0.170,
        "final_cell_mix": "clkdlybuf4s50_1 (11), edfxtp_1 (10)",
        "instances_no_fill": 113,
        "area_growth_pct": 41.4,
        "largest_register_ffs": 10,
        "regMostFlops": "v_count",
        "logic_area_um2": 213,
        "layout_top_cell": "clkdlybuf4s50_1",
        "nFillCells": 466,
    },
    "place": {
        "hpwl_um": 941,
        "gp_congestion": 0.757,
        "place_area_um2": 711,
        "place_inst": 110,
        "portBuffers": 11,
    },
    "status": {
        "status": "finished, final reports clean",
    },
    "route": {
        "ant_nets": 0,
        "drc": 0,
        "viasPerCell": 3.82,
        "initialDrtViolationCount": 94,
        "vias": 432,
        "wl_mm": 1.21,
        "dr.pass1.iters": 3,
        "wl_per_cell_um": 10.7,
        "diodes": 0,
    },
    "final_timing": {
        "max_freq_mhz": 588,
        "fin_crit_sh": 0.709,
        "hold_violations": 0,
        "setup-violations-final": 0,
        "fin_worst_skew_ns": 0.00508,
        "slew_headroom": 0.717,
        "worst_pin_slew_ns": 0.424,
        "fin_crit_ns": 1.70,
        "rsz0062_at_grt": "false",
        "maxSlewViolCount": 0,
        "fin_setup_tns_ns": 0,
    },
    "worst_setup_path": {
        "cp.arrival_ns": 1.22,
        "worstSetupStartpointType": "flip-flop",
        "worstPathCellList": "clkdlybuf4s50_1",
        "critPathSlowestCell": "clkdlybuf4s50_1",
        "crit_buf_inv": 1,
        "crit_fanout": 6,
        "cpLargestDelayFamily": "buffers and inverters",
        "crit_type": "reg -> out",
        "cp_data_required_time_ns": 1.92,
        "endpoint_kind": "output pin",
        "cpPeakStageDelay_ns": 0.52,
    },
    "global_route": {
        "grt_start_max_net_pins": 11,
        "grt_pass1_vias": 444,
        "overflow": 0,
        "grt_pass1_wl_mm": 2.10,
        "antenna_found_initial": 0,
        "track_usage": 0.0344,
    },
    "die": {
        "coreArea_mm2": 0.00441,
        "fp_util": 0.120,
        "ios": 12,
        "fp-row-count": 24,
        "die_y_um": 88,
        "die_w_um": 88,
        "die_area_mm2": 0.00774,
    },
    "min_path": {
        "hp-class": "reg -> reg",
    },
    "run": {
        "warnings": 25,
        "maxCapViolCount": 0,
    },
}
kinds of logic after synthesis:
logic type | synth area share
and+or+nand+nor | 0.193
adders and majority gates | 0.0235
AOI/OAI and AO/OA | 0.134
buffers and inverters | 0.0353
DFF | 0.565
xor gates and xnor gates | 0.0494
cell type report:
type | count | area share
inverter | 4 | 0.0200
clock buffer | 3 | 0.0549
timing repair buffer | 12 | 0.156
tap | 52 | 0.0865
multi-input combinational | 32 | 0.283
sequential | 10 | 0.399
path summary, 6_finish.rpt:
kind,slack [ns],to,cells past startpoint,start
worst min register to register,0.61,v_count[5],1,v_count[9]
worst max-delay path,0.70,v_count[2],1,v_count[2]
worst min-delay path,0.61,v_count[5],1,v_count[9]
worst max register to register,0.83,v_count[6],4,v_count[0]
routing by layer:
metal  track usage  routed length, µm  vias up
met5             0                  0        -
met4       0.00145                  5        0
met3        0.0281                182        2
met2        0.0423                463       20
met1        0.0475                558      198
li1              -                  -      212
power by group:
| part | internal (mW) | total [mW] | leakage (nW) | switching [mW] |
|---|---|---|---|---|
| Clock | 0.109 | 0.166 | 0.0216 | 0.0567 |
| Sequential | 0.206 | 0.220 | 0.103 | 0.0141 |
| Combinational | 0.0288 | 0.0490 | 0.100 | 0.0203 |
| Total | 0.344 | 0.435 | 0.225 | 0.0910 |
synth_stat cells:
master     n  area share
nor3_1     4       0.038
edfxtp_1  10        0.56
clkinv_1   1      0.0071
nand4_1    2       0.024
xnor2_1    2       0.033
a211oi_1   4       0.056
nand2_1    1      0.0071
a21oi_2    1       0.016
o21ai_0    4       0.038
a21oi_1    1      0.0094
xor2_1     1       0.016
nor3b_1    2       0.028
nor4_1     1       0.012
o31ai_1    1       0.014
ha_1       1       0.024
nand3_1    2       0.019
nand3_2    1       0.019
inv_1      3       0.021
or3_1      4       0.047
clkbuf_1   1      0.0071
stage by stage:
| stage | hold WS, ns | setup WS [ns] |
|---|---|---|
| final | 0.611 | 0.700 |
| after CTS | 0.621 | 0.686 |
| after floorplan | 0.538 | 1.01 |
| after global routing | 0.654 | 0.598 |
| after global placement | 0.617 | 0.734 |
| after detailed placement | 0.615 | 0.704 |
Power is estimated from default activity; no workload was simulated.
