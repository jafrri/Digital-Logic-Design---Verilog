### design/flow/constraint.sdc
current_design h_counter

set clk_period 2.1
set clk_io_pct 0.2

create_clock -name clk0 -period $clk_period [get_ports {clk}]

set non_clock_inputs [all_inputs -no_clocks]
set_input_delay [expr $clk_period * $clk_io_pct] -clock clk0 $non_clock_inputs
set_output_delay [expr $clk_period * $clk_io_pct] -clock clk0 [all_outputs]
### design/flow/config.mk
export PLATFORM = sky130hd
export DESIGN_NAME = h_counter
export DESIGN_NICKNAME = h_counter
export VERILOG_FILES = /design/flow/design.v
export SDC_FILE = /design/flow/constraint.sdc
export NUM_CORES = 4
export LEC_CHECK = 1
export CORE_AREA = 10 10 72 72
export DIE_AREA = 0 0 82 82
### design/flow/run.sh
#!/bin/bash
# OpenROAD 26Q1-2900-gdf79404cd8, Yosys 0.63+post, stock flow scripts
make -C /OpenROAD-flow-scripts/flow DESIGN_CONFIG=/design/flow/config.mk WORK_HOME=/design/flow/orfs finish
### design/flow/design.v
`timescale 1ns / 1ps
module h_counter(clk,h_count,trig_v);
    input clk;
    output [9:0] h_count;
    output trig_v;               
    reg [9:0] h_count;           
    reg trig_v;
    initial h_count= 10'b0;
    initial trig_v= 1'b0;
always @(posedge clk)
    begin 
        if(h_count < 799)
            begin  h_count <= h_count +1; 
            trig_v=0; end
        else
            begin  h_count =0; trig_v=1'b1; end
    end    
endmodule
==> impl_metrics.tcl <==
# implementation run metrics
set metrics [dict create \
    status "completed" \
    ant_nets 0 \
    yosysUniqueCellTypes 20 \
    cts_tree "yes" \
    finClkSkew_ns 0.00196 \
    buffers_inserted_by_post_cts_timing_repair 0 \
    drt_first_pass_iters 4 \
    diodes 0 \
    io_buffer_count 11 \
    powerDensity_mw_per_mm2 628 \
    max_cap_viol_count 0 \
    design.die.area_mm2 0.00672 \
    clock_path_buffers 2 \
    critical_path.max_fanout 6 \
    grt_first_pass_wirelength_um 1730 \
    timing.final.crit_period_ns 1.64 \
    critical_path_class "flip-flop to flip-flop" \
    antenna_found_initial 0 \
    mappedNetlistArea_um2 452 \
    cts.sinks 11 \
    worstHoldStart "h_count[0]" \
    grt_pass1_vias 377 \
    period_used_pct 77.9 \
    r2r_setup_slack_ns 0.46 \
    leakagePower_nw 0.210 \
    die_height_um 82 \
    share_seq_of_total_power_pct 49.9 \
    cts_root_buf "clkbuf_8" \
    post_synth_inst_count 49 \
    htreeDepth 1 \
    power.clock.fraction_pct 50.1 \
    synth-warning-count 1 \
    via_total_after_detailed_routing 411 \
    final.setup.tns_ns 0 \
    simple_gate_share_of_the_synthesized_area_pct 23.5 \
    core_util_final_pct 18.1 \
    critical_path.startpoint "h_count[0]" \
    tritoncts.num_buffers 3 \
    maxSlewViolCount 0 \
    power.combinational.fraction_pct 0 \
    cp-end-kind "flip-flop" \
    detailed_router_s_first_iteration_violation_count 39 \
    post_detailed_routing_wire_length_um 1120 \
    clock.fmax_mhz 611 \
    p_total_mw 0.419 \
    reg2reg_depth 4 \
    placementRows 22 \
    switching_power_mw 0.0769 \
    grt_setup_unrepaired "no" \
    required_ns 2.23 \
    die-width_um 82 \
    gp_congestion 0.779 \
    floorplan.initialDensity_pct 12.2 \
    type_of_origin_of_the_critical_path "flip-flop" \
    setup_viol_count_final 0 \
    grt_overflow_total 0 \
    synth_xor_xnor_area_share_pct 5.82 \
    fin_area_um2 667 \
    synth-area-yosys_um2 452 \
    worst_r2r_endpoint "h_count[5]" \
    fa_ha_area_share_pct 2.77 \
    synth.mux.area_fraction_pct 0 \
    ys_sh_aoi_pct 16.6 \
    ir_worst_vdd_mv 0.158 \
    final.fill_count 420 \
    switching_share_pct 18.3 \
    timing.critical_path.to "h_count[5]" \
    worstMarginPinSlew_ns 0.476 \
    flip_flop_and_latch_count_after_synthesis 11 \
    synth_stat.cells 49 \
    clk-insertion-delay-late_ns 0.23 \
    ys_seq_share_pct 48.8 \
    track_usage_pct 3.25 \
    slew_headroom_pct 68.1 \
    number_of_hold_violations_in_the_final_report 0 \
    openroad.warnings 25 \
    hpwlAfterDp_um 860 \
    core_area_mm2 0.00369 \
    cp_data_arrival_time_ns 1.77 \
    grt_start_max_net_pins 9 \
    hold_buffers 0 \
    synthTopLogicFamily "simple AND/OR/NAND/NOR gates" \
    pin_count 12 \
    layout-area-overhead-vs-synth_pct 47.6 \
    worst_reg2reg_startpoint "h_count[0]" \
    remaining_drc_errors 0 \
    cell_internal_pwr_mw 0.342 \
    routed_via_density 3.67 \
    drive_above_1_share_pct 6.25 \
    routed_length_per_instance_um 9.99 \
    cts-resized-gates 0 \
    placedInstanceArea_um2 622 \
    synthesized_area_per_cell_um2 9.22 \
    cts.clk_slew.worst_paths_ns 0.05 \
    holdCritPathClass "flip-flop to flip-flop" \
]
[flip-flops by register name, indices dropped and copies added (netlist names)]
signal	cells
trig_v	1
h_count	10
[worst max-delay path: stages (launching register included)]
cell     delay, ns
dfxtp_1       0.38
ha_1          0.22
nand4_1       0.22
a31oi_1       0.49
o21ba_2       0.22
[power groups by stage]
stage / sequential (mW) / clock (mW) / combinational (mW)
final: 0.209 / 0.210 / 0.0000000987
after global routing: 0.209 / 0.222 / 0.0000000987
after CTS: 0.209 / 0.214 / 0.0000000987
[final cells by class]
type                    instances  area (um2)  area share, %
repair buffers                 11         110           16.5
multi-input cells              35         220           33.0
inverters                       3        11.3           1.69
clock buffers                   4        45.0           6.75
well taps                      48        60.1           9.01
flip-flops and latches         11         220           33.0
[cells in the final DEF, fill, tap and decap left out, drive strengths merged]
master	n
nor2	3
a21oi	1
a31oi	3
o211ai	1
or4	2
or4b	1
o21a	1
ha	1
xor2	2
dfxtp	11
clkdlybuf4s50	11
nand2	7
o21ba	1
xnor2	1
inv	3
clkbuf	4
o311ai	2
o41ai	1
nor2b	1
nor3	1
nand4	2
nand3	4
[cells in the mapped netlist]
| cell | count | area (um2) |
|---|---|---|
| a21oi_1 | 1 | 5.00 |
| a31oi_1 | 3 | 18.8 |
| dfxtp_1 | 11 | 220 |
| ha_1 | 1 | 12.5 |
| inv_1 | 3 | 11.3 |
| nand2_1 | 7 | 26.3 |
| nand3_1 | 4 | 20.0 |
| nand4_1 | 2 | 12.5 |
| nor2_1 | 3 | 11.3 |
| nor2b_1 | 1 | 6.26 |
| nor3_1 | 1 | 5.00 |
| o211ai_1 | 1 | 7.51 |
| o21a_1 | 1 | 7.51 |
| o21ba_2 | 1 | 10.0 |
| o311ai_0 | 2 | 17.5 |
| o41ai_1 | 1 | 8.76 |
| or4_1 | 2 | 15.0 |
| or4b_1 | 1 | 10.0 |
| xnor2_1 | 1 | 8.76 |
| xor2_1 | 2 | 17.5 |
[worst min path at each step]
stage / endpoint / slack, ns / cells after the start
6_report: h_count[0] / 0.48 / 1
5_1_grt: h_count[0] / 0.51 / 1
4_1_cts: h_count[0] / 0.48 / 1
[metal layers]
metal / GRT usage, % / share of wire (%) / vias up
li1: - / - / 212
met1: 3.79 / 42 / 190
met2: 5.33 / 49 / 9
met3: 1.43 / 8.1 / 0
met4: 0.850 / 0 / 0
met5: 0 / 0 / -
[cells by family (layout without fill, tap and decap cells)]
logic type,Yosys count,in the layout
and+or+nand+nor,21,21
adders and majority gates,1,1
AOI/OAI and AO/OA,10,10
DFF,11,11
xor gates and xnor gates,3,3
buffers and inverters,3,18
[per-stage QoR]
stage	instances	hold slack (ns)	setup WS, ns
after floorplan	49	0.430	0.705
after global placement	108	0.460	0.530
after detailed placement	108	0.469	0.469
after CTS	112	0.479	0.459
after global routing	112	0.511	0.311
final	112	0.482	0.464
