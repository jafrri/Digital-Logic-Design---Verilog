===== flow/run.sh =====
#!/bin/bash
# OpenROAD 26Q1-2900-gdf79404cd8, Yosys 0.63+post, stock flow scripts
make -C /OpenROAD-flow-scripts/flow DESIGN_CONFIG=/design/flow/config.mk WORK_HOME=/design/flow/orfs finish

===== flow/config.mk =====
export PLATFORM = sky130hd
export DESIGN_NAME = vga_sync
export DESIGN_NICKNAME = vga_sync
export VERILOG_FILES = /design/flow/design.v
export SDC_FILE = /design/flow/constraint.sdc
export NUM_CORES = 4
export LEC_CHECK = 1
export CORE_AREA = 10 10 70 70
export DIE_AREA = 0 0 80 80

===== flow/constraint.sdc =====
current_design vga_sync

set clk_period 1.3
set clk_io_pct 0.2

create_clock -name clk0 -period $clk_period

set non_clock_inputs [all_inputs -no_clocks]
set_input_delay [expr $clk_period * $clk_io_pct] -clock clk0 $non_clock_inputs
set_output_delay [expr $clk_period * $clk_io_pct] -clock clk0 [all_outputs]

===== flow/design.v =====
`timescale 1ns / 1ps
module vga_sync(
    input [9:0] h_count, v_count,
    output h_sync, v_sync, video_on, 
    output [9:0] x_loc, y_loc);  
    localparam HD = 640 ;   
    localparam HF = 16 ;    
    localparam HB = 48 ;    
    localparam HR = 96 ;    
    localparam HMAX = HD+HF+HB+HR-1;  
    localparam VD = 480 ;   
    localparam VF = 10 ;    
    localparam VB = 33 ;    
    localparam VR = 2 ;     
    localparam VMAX = VD+VF+VB+VR-1;  
    wire v_sync_reg, h_sync_reg; 
    assign h_sync_reg = ((HD + HF) <= h_count) && (h_count < (HD + HF + HR));  
    assign v_sync_reg = ((VD + VF) <= v_count) && (v_count < (VD + VF + VR));  
    assign video_on = ((h_count < HD) && (v_count < VD));  
    assign h_sync  = ~h_sync_reg;
    assign v_sync  = ~v_sync_reg;
    assign x_loc  = h_count;
    assign y_loc  = v_count;
endmodule

==> results.txt <==
Flow results.

- The run finished with clean final reports.
- The largest driver fanout on the critical path is 2.
- Before CTS, the worst setup slack after placement is -629.7 ps.
- The pin count of the biggest net entering global routing is 4.
- The routed wirelength normalized by instance count is 9.361 microns.
- The max-slew headroom at the worst pin is 0.8562.
- The via count of the first global-routing pass is 296.
- The final critical-path share of the clock period is 0.9939.
- The number of cells reported by Yosys stat comes to 30.
- The tightest min-delay check is of the input pin to output port type.
- For the worst setup path, the data required time is 1040 ps.
- 43 I/O pins were placed.
- The total detailed-routing wirelength is 908 microns.
- Per the gpl log, the routability congestion estimate is 0.7979.
- The number of hold-slack violations in the final timing report is 0.
- The number of core rows is 21.
- The HPWL after detailed placement is 831.1 microns.
- At the end of the flow the core is filled with cells to 0.1451.
- Per the OpenROAD floorplan log, the width of the die is 80 microns.
- Static timing analysis puts the maximum clock frequency at 773.9 MHz.
- The timing report shows that the slowest cell on the worst path is nor4bb_2.
- The die area is 6400 sq um.
- The script parses the final routing iteration and logs DRC violations as 0.
- The area growth from synthesis to layout is 118.8%.
- The power density over the cells is 232.7 nW/um^2.
- The post-cts hold-fix buffer tally is 0.
- Summed over all routing layers, the global router reports a total usage of 0.02401.
- The cell area after synthesis is 226.5 sq um.
- The layout report lists the combined flip-flop and latch area as 0 sq um.
- The final setup violation count is 0.
- After synthesis, the chip area reported by Yosys is 226.5 sq um.
- The count of clock buffers in the final design is 0.
- The via total after detailed routing is 272.
- The most instantiated library cell after synthesis is buf_4.
- The first-pass GRT wire length is 1.276 mm.
- Of the post-synthesis cell area, the dominant cell type holds 0.6630.
- The initial antenna violation count is 0.
- The tool flagged a number of max-cap violations equal to 0.
- The number of sequential cells reported for the layout is 0.
- The antenna diode instance count is 0.
- The floorplan step defined a core boundary enclosing 3416 sq um.
- At the worst endpoint, the arrival time is 1030 ps.
- The placement report lists the number of port buffers as 33.
- The cell count after synthesis is 30.
- The max-slew violation count is 0.
- The worst path setup slack after routing is 7.905 ps.
- The critical path goes through dlygate4sd2_1 -> nor4bb_2 -> nand4_1 -> buf_2.
- Sorting the synthesized cells by area gives the leading types as buf_4, a311oi_2, nand3_1.
- For this run, the number of Yosys warnings is 0.
- The cell leakage power is 0.0002131 uW.
- The buffer count from post-CTS setup fixing is 0.
- The smallest clock period supported by the final layout is computed as 1292 ps.
- The first detailed-routing pass took 2 iterations.
- The floorplan utilization is 0.06630.
- In the final timing run, aggregate negative setup slack is 0 ps.
- The worst hold path stage count is 0.
- The final global-route overflow total is 0.
- STA classifies the critical path startpoint as an input pin.
- The cell accounting for the most synthesized area is buf_4.
- The detail route stage leaves a number of antenna-violating nets equal to 0.
- The layout filler cell count is 399.
- Dividing the detail-routed via count by the number of cells gives 2.804.
- The worst-margin pin slew is 212.6 ps.
- STA classifies the critical path endpoint as an output port.
- The proportion of synthesized chip area in sequential cells is 0.
- The average cell area after synthesis is 7.549 sq um.
- For reference, the top cells by count after synthesis are buf_4, nand3_1.
- The OpenROAD warning count is 33.
- The die is 80 microns tall.
- The number of DRC markers in iteration 0 is 2.
- The critical path is of the input pin to output port type.
- The maximum vdd ir drop is 0.06566 mV.
- On the worst path, the slowest cell contributes a delay of 260 ps.
- Counting distinct cell types in the post-synthesis netlist gives 10.
- The share of cells above drive strength 1 is 0.3922.
- The combinational gate area is 85.08 sq um.
-- path summary, 6_finish.rpt --
kind,from,to
worst max-delay path,v_count[2],v_sync
worst min-delay path,h_count[0],x_loc[0]
-- power breakdown --
| group | switching (uW) | internal, uW | leakage [uW] |
|---|---|---|---|
| clock network | 0 | 0 | 0 |
| logic | 28.1 | 87.2 | 0.000213 |
| registers | 0 | 0 | 0 |
-- through the flow --
| stage | instance area (sq um) | total power (uW) | cells | hold WS [ps] |
|---|---|---|---|---|
| floorplan | 226.5 | 47.54 | 30 | 532.5 |
| global placement | 524.3 | 135.0 | 97 | 520.0 |
| detailed placement | 524.3 | 135.2 | 97 | 520.0 |
| CTS | 506.7 | 120.3 | 97 | 520.0 |
| global route | 495.5 | 127.9 | 97 | 520.0 |
| finish | 495.5 | 115.3 | 97 | 520.0 |
-- routing by layer --
metal | routed length (microns) | up-vias | track usage | share of wire
met3 | 239 | 0 | 0.02614 | 0.26
met1 | 384 | 109 | 0.02966 | 0.42
met4 | 0 | 0 | 0.001761 | 0
met5 | 0 | - | 0 | 0
met2 | 284 | 34 | 0.02809 | 0.31
li1 | - | 129 | - | -
-- cell families after synthesis --
| kind of cell | count (synthesis) | synth area share |
|---|---|---|
| buffers and inverters | 20 | 0.6630 |
| AND/OR/NAND/NOR | 8 | 0.2377 |
| AND-OR/OR-AND | 2 | 0.09944 |
-- what timing repair did --
action                     in CTS  in global routing
hold endpoints to repair        0                  0
pin swaps                       5                  5
resized                        34                 10
setup endpoints to repair      18                  7
-- cell type report --
class,instances,share of cell area
Tap cell,46,0.1162
Timing Repair Buffer,41,0.7121
Multi-Input combinational cell,10,0.1717
-- cells in the final DEF, fill, tap and decap left out --
cell type / count
o21a_1: 1
clkbuf_2: 4
dlymetal6s2s_1: 1
nor4bb_2: 1
a311oi_2: 1
nand4_1: 1
buf_2: 3
clkdlybuf4s15_1: 4
clkdlybuf4s50_1: 13
clkdlybuf4s15_2: 2
dlygate4sd2_1: 6
or3_1: 1
and2_4: 1
and3b_1: 1
nor2b_1: 1
nand3_1: 2
buf_4: 8
-- worst max-delay path, delay by kind of cell --
kind | cells | cell delay, ps
buf+inv | 2 | 380
simple gates | 2 | 390
Power figures rest on the tool's default switching activity, not on a simulated workload.
